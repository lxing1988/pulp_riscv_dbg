### design/flow/config.mk
export PLATFORM = sky130hd
export DESIGN_NAME = debug_rom
export DESIGN_NICKNAME = debug_rom
export VERILOG_FILES = /design/flow/design.v
export SDC_FILE = /design/flow/constraint.sdc
export NUM_CORES = 4
export LEC_CHECK = 1
export CORE_AREA = 10 10 81 81
export DIE_AREA = 0 0 91 91
### design/flow/constraint.sdc
current_design debug_rom

set clk_period 2.6
set clk_io_pct 0.2

create_clock -name clk0 -period $clk_period [get_ports {clk_i}]

set non_clock_inputs [all_inputs -no_clocks]
set_input_delay [expr $clk_period * $clk_io_pct] -clock clk0 $non_clock_inputs
set_output_delay [expr $clk_period * $clk_io_pct] -clock clk0 [all_outputs]
### design/flow/design.v
package axi_pkg;
  typedef logic [1:0] burst_t;
  typedef logic [1:0] resp_t;
  typedef logic [3:0] cache_t;
  typedef logic [2:0] prot_t;
  typedef logic [3:0] qos_t;
  typedef logic [3:0] region_t;
  typedef logic [7:0] len_t;
  typedef logic [2:0] size_t;
  typedef logic [5:0] atop_t;  
  typedef logic [3:0] nsaid_t;  
  localparam BURST_FIXED = 2'b00;
  localparam BURST_INCR  = 2'b01;
  localparam BURST_WRAP  = 2'b10;
  localparam RESP_OKAY   = 2'b00;
  localparam RESP_EXOKAY = 2'b01;
  localparam RESP_SLVERR = 2'b10;
  localparam RESP_DECERR = 2'b11;
  localparam CACHE_BUFFERABLE = 4'b0001;
  localparam CACHE_MODIFIABLE = 4'b0010;
  localparam CACHE_RD_ALLOC   = 4'b0100;
  localparam CACHE_WR_ALLOC   = 4'b1000;
  localparam IdWidth   = 4;
  localparam UserWidth = 1;
  localparam AddrWidth = 64;
  localparam DataWidth = 64;
  localparam StrbWidth = DataWidth / 8;
  typedef logic [IdWidth-1:0]   id_t;
  typedef logic [AddrWidth-1:0] addr_t;
  typedef logic [DataWidth-1:0] data_t;
  typedef logic [StrbWidth-1:0] strb_t;
  typedef logic [UserWidth-1:0] user_t;
  typedef struct packed {
      id_t     id;
      addr_t   addr;
      len_t    len;
      size_t   size;
      burst_t  burst;
      logic   lock;
      cache_t  cache;
      prot_t   prot;
      qos_t    qos;
      region_t region;
      atop_t   atop;
  } aw_chan_t;
  typedef struct packed {
      data_t data;
      strb_t strb;
      logic  last;
  } w_chan_t;
  typedef struct packed {
      id_t   id;
      resp_t resp;
  } b_chan_t;
  typedef struct packed {
      id_t     id;
      addr_t   addr;
      len_t    len;
      size_t   size;
      burst_t  burst;
      logic    lock;
      cache_t  cache;
      prot_t   prot;
      qos_t    qos;
      region_t region;
  } ar_chan_t;
  typedef struct packed {
      id_t   id;
      data_t data;
      resp_t resp;
      logic  last;
  } r_chan_t;
endpackage
package dm;
    localparam logic [3:0] DbgVersion013 = 4'h2;
    localparam logic [4:0] ProgBufSize   = 5'h6;
    localparam logic [3:0] DataCount     = 4'h1;  
    localparam logic [31:0] HaltAddress = 32'h800;
    localparam logic [31:0] ResumeAddress = HaltAddress + 4;
    localparam logic [31:0] ExceptionAddress = HaltAddress + 8;
    localparam logic [11:0] DataAddr = 12'h380;  
    typedef enum logic [7:0] {
        Data0        = 8'h04,
        Data1        = 8'h05,
        Data2        = 8'h06,
        Data3        = 8'h07,
        Data4        = 8'h08,
        Data5        = 8'h09,
        Data6        = 8'h0A,
        Data7        = 8'h0B,
        Data8        = 8'h0C,
        Data9        = 8'h0D,
        Data10       = 8'h0E,
        Data11       = 8'h0F,
        DMControl    = 8'h10,
        DMStatus     = 8'h11,  
        Hartinfo     = 8'h12,
        HaltSum1     = 8'h13,
        HAWindowSel  = 8'h14,
        HAWindow     = 8'h15,
        AbstractCS   = 8'h16,
        Command      = 8'h17,
        AbstractAuto = 8'h18,
        DevTreeAddr0 = 8'h19,
        DevTreeAddr1 = 8'h1A,
        DevTreeAddr2 = 8'h1B,
        DevTreeAddr3 = 8'h1C,
        NextDM       = 8'h1D,
        ProgBuf0     = 8'h20,
        ProgBuf15    = 8'h2F,
        AuthData     = 8'h30,
        HaltSum2     = 8'h34,
        HaltSum3     = 8'h35,
        SBAddress3   = 8'h37,
        SBCS         = 8'h38,
        SBAddress0   = 8'h39,
        SBAddress1   = 8'h3A,
        SBAddress2   = 8'h3B,
        SBData0      = 8'h3C,
        SBData1      = 8'h3D,
        SBData2      = 8'h3E,
        SBData3      = 8'h3F,
        HaltSum0     = 8'h40
    } dm_csr_t;
    localparam logic [2:0] CauseBreakpoint = 3'h1;
    localparam logic [2:0] CauseTrigger    = 3'h2;
    localparam logic [2:0] CauseRequest    = 3'h3;
    localparam logic [2:0] CauseSingleStep = 3'h4;
    typedef struct packed {
        logic [31:23] zero1;
        logic         impebreak;
        logic [21:20] zero0;
        logic         allhavereset;
        logic         anyhavereset;
        logic         allresumeack;
        logic         anyresumeack;
        logic         allnonexistent;
        logic         anynonexistent;
        logic         allunavail;
        logic         anyunavail;
        logic         allrunning;
        logic         anyrunning;
        logic         allhalted;
        logic         anyhalted;
        logic         authenticated;
        logic         authbusy;
        logic         hasresethaltreq;
        logic         devtreevalid;
        logic [3:0]   version;
    } dmstatus_t;
    typedef struct packed {
        logic         haltreq;
        logic         resumereq;
        logic         hartreset;
        logic         ackhavereset;
        logic         zero1;
        logic         hasel;
        logic [25:16] hartsello;
        logic [15:6]  hartselhi;
        logic [5:4]   zero0;
        logic         setresethaltreq;
        logic         clrresethaltreq;
        logic         ndmreset;
        logic         dmactive;
    } dmcontrol_t;
    typedef struct packed {
        logic [31:24] zero1;
        logic [23:20] nscratch;
        logic [19:17] zero0;
        logic         dataaccess;
        logic [15:12] datasize;
        logic [11:0]  dataaddr;
    } hartinfo_t;
    typedef enum logic [2:0] {  CmdErrNone, CmdErrBusy, CmdErrNotSupported,
                                CmdErrorException, CmdErrorHaltResume,
                                CmdErrorBus, CmdErrorOther = 7
                             } cmderr_t;
    typedef struct packed {
        logic [31:29] zero3;
        logic [28:24] progbufsize;
        logic [23:13] zero2;
        logic         busy;
        logic         zero1;
        cmderr_t      cmderr;
        logic [7:4]   zero0;
        logic [3:0]   datacount;
    } abstractcs_t;
    typedef enum logic [7:0] {
                                 AccessRegister = 8'h0,
                                 QuickAccess    = 8'h1,
                                 AccessMemory   = 8'h2
                             } cmd_t;
    typedef struct packed {
        cmd_t        cmdtype;
        logic [23:0] control;
    } command_t;
    typedef struct packed {
        logic [31:16] autoexecprogbuf;
        logic [15:12] zero0;
        logic [11:0]  autoexecdata;
    } abstractauto_t;
    typedef struct packed {
        logic         zero1;
        logic [22:20] aarsize;
        logic         zero0;
        logic         postexec;
        logic         transfer;
        logic         write;
        logic [15:0]  regno;
    } ac_ar_cmd_t;
    typedef enum logic [1:0] {
        DTM_NOP   = 2'h0,
        DTM_READ  = 2'h1,
        DTM_WRITE = 2'h2
    } dtm_op_t;
    typedef struct packed {
        logic [31:29] sbversion;
        logic [28:23] zero0;
        logic         sbbusyerror;
        logic         sbbusy;
        logic         sbreadonaddr;
        logic [19:17] sbaccess;
        logic         sbautoincrement;
        logic         sbreadondata;
        logic [14:12] sberror;
        logic [11:5]  sbasize;
        logic         sbaccess128;
        logic         sbaccess64;
        logic         sbaccess32;
        logic         sbaccess16;
        logic         sbaccess8;
    } sbcs_t;
    localparam logic[1:0] DTM_SUCCESS = 2'h0;
    typedef struct packed {
        logic [6:0]  addr;
        dtm_op_t     op;
        logic [31:0] data;
    } dmi_req_t;
    typedef struct packed  {
        logic [31:0] data;
        logic [1:0]  resp;
    } dmi_resp_t;
endpackage
module debug_rom (
   input  logic         clk_i,
   input  logic         req_i,
   input  logic [31:0]  addr_i,
   output logic [31:0]  rdata_o
);
    localparam int RomSize = 31;
    const logic [RomSize-1:0][31:0] mem = {
        32'h7b200073,
        32'h7b302573,
        32'h7b202473,
        32'h10852423,
        32'h1a110537,
        32'hf1402473,
        32'haa1ff06f,
        32'h7b302573,
        32'h10052223,
        32'h7b202473,
        32'h00100073,
        32'h10052623,
        32'hfd1ff06f,
        32'hfc0410e3,
        32'h00247413,
        32'h40044403,
        32'h00a40433,
        32'hf1402473,
        32'h02041263,
        32'h00147413,
        32'h40044403,
        32'h00a40433,
        32'h10852023,
        32'h1a110537,
        32'hf1402473,
        32'h7b351073,
        32'h7b241073,
        32'h00000013,
        32'h0440006f,
        32'h0600006f,
        32'h00c0006f
    };
    logic [$clog2(RomSize)-1:0] addr_q;
    always_ff @(posedge clk_i) begin
        if (req_i) begin
            addr_q <= addr_i[$clog2(RomSize)-1+3:3];
        end
    end
    assign rdata_o = mem[addr_q];
endmodule
### design/flow/run.sh
#!/bin/bash
# OpenROAD 26Q1-2900-gdf79404cd8, Yosys 0.63+post, stock flow scripts
make -C /OpenROAD-flow-scripts/flow DESIGN_CONFIG=/design/flow/config.mk WORK_HOME=/design/flow/orfs finish
==> tab_implementation.tex <==
% Table of physical implementation metrics
\begin{tabular}{lr}
\hline
Metric & Value \\
\hline
\multicolumn{2}{l}{\textbf{Critical path}} \\
Critical path data required time & 2.08 ns \\
Crit path cell chain & buf\_6 > ha\_2 > mux2\_2 > a32oi\_1 > o21ai\_0 > clkdlybuf4s50\_1 \\
Largest delay share family, worst path & buffers and inverters \\
CP Buf/Inv Count & 2 \\
Critical Path Slowest Stage Cell & edfxtp\_1 \\
Critical Path Source Type & flop \\
Startpoint-to-endpoint class of the critical path & reg -> out \\
Crit path depth & 6 \\
Critical path capture point type & primary output \\
Arrival time reported for the critical path endpoint & 2.04 ns \\
Biggest cell delay along the critical path & roughly 0.45 ns \\
Largest fanout on the critical path & 7 \\
\multicolumn{2}{l}{\textbf{Route}} \\
1st-iter DRT viols & around 190 \\
Detailed Route WL & 4340 µm \\
Remaining number of nets flagged by the antenna check after routing & 0 \\
First-pass iteration count of the detailed router & 6 \\
Ant. Diodes & 0 \\
Number of vias after detailed routing & roughly 1500 \\
Routed vias/inst & 5.09 \\
Post-detailed-route DRC marker count & 0 \\
Routed wire length per instance & 14.9 µm \\
\multicolumn{2}{l}{\textbf{Synth}} \\
Async set-reset flop share out of synthesis & 0 \\
Instance count of the mapped netlist & 179 \\
Area of the synthesized netlist per yosys stat & 1310 µm² \\
Count of yosys warnings during synthesis & 1 \\
Most common flop cell mapped by yosys & edfxtp\_1 \\
Seq share, synth & 0.115 \\
Yosys top cell by area & edfxtp\_1 \\
Cell count listed in synth\_stat.txt & approximately 180 \\
Proportion of netlist area held by the largest area contributor & 0.115 \\
Combined area of all synthesized cells & 1310 µm² \\
EDFF count, synth & 5 \\
Cells taking the most area after synthesis & edfxtp\_1, ha\_1, nor2b\_1 \\
Number of storage elements in the synthesis netlist & 5 \\
Unique cell type count in the Yosys netlist & around 48 \\
Synthesized area per cell & 7.31 µm² \\
\multicolumn{2}{l}{\textbf{Placed design}} \\
Detailed placement HPWL & 3250 µm \\
Tally of buffers added on design ports & 37 \\
Routability congestion estimate from global placement & 0.928 \\
\multicolumn{2}{l}{\textbf{Final layout}} \\
Register with the most flip-flops & addr\_q \\
Most common cell after layout, fill and taps aside & clkdlybuf4s50\_1 \\
Most instantiated logic cells after routing & clkdlybuf4s50\_1, buf\_4, nand2\_1, nor2b\_1, a21oi\_1 \\
Layout cell share with drive strength beyond 1 & 0.253 \\
Area growth from synthesis to layout & 50.3\% \\
Number of flip-flops under the largest register name & 5 \\
Largest registers ranked by flip-flop count & addr\_q (5) \\
\multicolumn{2}{l}{\textbf{Global routing}} \\
Global-route wire length before repair & 7360 µm \\
Global-route usage over all layers & 0.102 \\
Pin count of the biggest net entering global routing & 22 \\
Congestion Overflow GR & 0 \\
Antenna violations before repair & 0 \\
Via count of the first global-routing pass & 1484 \\
\multicolumn{2}{l}{\textbf{Final timing}} \\
Part of the cycle the worst path needs & 0.985 \\
RSZ-0062 raised after global routing & yes \\
Achievable Freq & 0.391 GHz \\
Final Max-Slew Violation Tally & 0 \\
Slew Limit Headroom & 0.627 \\
Total count of hold-check failures in the final report & 0 \\
Worst-case hold slack & between 0.8 and 0.9 ns \\
Actual slew at the worst max-slew pin & between 0.5 and 0.6 ns \\
Crit path time final & 2.56 ns \\
Setup violation total in the final timing report & 0 \\
\multicolumn{2}{l}{\textbf{Clock tree}} \\
TritonCTS Buffers & 3 \\
TritonCTS clock tree & built \\
Clock edge transition at the registers on the reported setup and hold paths & 0.03 ns \\
Root Buffer Master & clkbuf\_8 \\
Buffers from clock root to sink, at most & 2 \\
CTS H-tree depth & 1 \\
Total number of clock tree sinks & 5 \\
Cts-stage hold buffer count & 0 \\
\multicolumn{2}{l}{\textbf{Floorplan}} \\
Vertical die size & 91 µm \\
Die outline area & 8280 µm² \\
Area of the core & 4820 µm² \\
Number of primary I/O pins & $\sim$66 \\
X dimension of the die & 91 µm \\
Number of standard-cell rows in the floorplan & 25 \\
Effective utilization at floorplan & 0.272 \\
\multicolumn{2}{l}{\textbf{Pwr}} \\
Internal power component & 0.440 mW \\
Total power after layout & 0.674 mW \\
Sw Ratio & 0.347 \\
Part of the power in registers & 0.156 \\
Combinational Power Share & 0.636 \\
Power spent charging and discharging nets & between 0.2 and 0.25 mW \\
Clk pwr share & 0.208 \\
Max rail drop VDD & 308 µV \\
Leakage & 0.806 nW \\
Cell Pwr Density & 343 nW/µm² \\
\multicolumn{2}{l}{\textbf{Job}} \\
Number of warning messages in the logs & 61 \\
Number of maximum-capacitance violations & 0 \\
\multicolumn{2}{l}{\textbf{Run status}} \\
Status & completed \\
\multicolumn{2}{l}{\textbf{Worst hold path}} \\
Number of instances on the worst hold path & 1 \\
Class of the most critical hold timing path & in -> reg \\
\hline
\end{tabular}
-- Yosys cell counts, drive strengths merged, types with 2 or more instances --
library cell,instances
nor3b,2
o21ai,14
nand2,15
a211o,3
edfxtp,5
clkbuf,2
a32oi,3
nand2b,11
nor3,3
a21o,4
o22ai,5
mux2i,4
mux2,6
a31o,2
and3,2
buf,21
o211ai,4
inv,5
a211oi,3
a21oi,15
nand3,3
a31oi,2
nor2b,13
nor2,5
ha,8
-- repair_timing --
action	CTS	global route
gates resized	14	16
pin swaps	1	6
buffers inserted	4	2
endpoints found under the setup margin	22	21
-- per-layer routing --
metal	global-route usage	vias to the layer above	routed length [µm]
met5	0	-	0
met4	0.00783	0	14
met3	0.0166	2	286
met2	0.168	52	1990
met1	0.144	685	2050
li1	-	746	-
-- worst paths after layout --
| kind | endpoint | from | slack (ns) |
|---|---|---|---|
| worst min-delay path | addr_q[4] | addr_i[7] | 0.86 |
| worst max-delay path | rdata_o[24] | addr_q[1] | 0.04 |
-- power groups by stage --
stage / Clock, mW / Sequential, mW / Combinational, mW
4_1_cts: 0.145 / 0.105 / 0.423
5_1_grt: 0.150 / 0.106 / 0.479
6_report: 0.140 / 0.105 / 0.429
-- layout make-up --
cell class / instances / area, µm²
inverters: 6 / 22.5
clock buffers: 4 / 45.0
flip-flops and latches: 5 / 150
fillers: 502 / 2850
multi-input cells: 145 / 1060
repair buffers: 65 / 602
well taps: 67 / 83.8
-- cell families (layout without fill, tap and decap cells) --
family / after synthesis / count (layout) / share of synthesized area
AND-OR/OR-AND: 67 / 67 / 0.343
multiplexers: 10 / 10 / 0.0822
AND/OR/NAND/NOR: 59 / 59 / 0.242
adder cells (fa/ha/maj): 8 / 8 / 0.0765
flip-flops: 5 / 5 / 0.115
buffers and inverters: 29 / 75 / 0.139
other: 1 / 1 / 0.00287
-- metrics by stage --
step	TNS [ns]	util	instance area (µm²)	setup WS [ns]	instances
after floorplan	0	-	1310	0.430	179
after global placement	0	0.367	1770	0.0795	282
after detailed placement	0	0.367	1770	0.0844	282
after CTS	-0.0112	0.394	1900	-0.00768	290
after global routing	-0.320	0.408	1970	-0.0806	292
final	0	0.408	1970	0.0397	292
Power is estimated from default activity; no workload was simulated.
